$ cat ./config.mk
export PLATFORM = sky130hd
export DESIGN_NAME = alu_design
export DESIGN_NICKNAME = alu_design
export VERILOG_FILES = /design/flow/design.v
export SDC_FILE = /design/flow/constraint.sdc
export NUM_CORES = 4
export LEC_CHECK = 1
export CORE_UTILIZATION = 30
$ cat ./constraint.sdc
current_design alu_design

set clk_period 7.4
set clk_io_pct 0.2

create_clock -name clk0 -period $clk_period [get_ports {CLK}]

set non_clock_inputs [all_inputs -no_clocks]
set_input_delay [expr $clk_period * $clk_io_pct] -clock clk0 $non_clock_inputs
set_output_delay [expr $clk_period * $clk_io_pct] -clock clk0 [all_outputs]
$ cat ./design.v
module alu_design #(parameter DW = 8, CW = 4)(INP_VALID,OPA,OPB,CIN,CLK,RST,CMD,CE,MODE,COUT,OFLOW,RES,G,E,L,ERR);
  input [DW-1:0] OPA,OPB;
  input CLK,RST,CE,MODE,CIN;
  input [CW-1:0] CMD;
  input [1:0] INP_VALID;
  output reg [DW+1:0] RES = 9'bz; 
  output reg COUT = 1'bz;
  output reg OFLOW = 1'bz;
  output reg G = 1'bz;
  output reg E = 1'bz;
  output reg L = 1'bz;
  output reg ERR = 1'bz;
  reg [DW-1:0] OPA_1, OPB_1;
  reg [DW-1:0] oprd1, oprd2;
  reg [3:0] CMD_tmp;
  reg [DW-1:0] AU_out_tmp1,AU_out_tmp2 ;
  reg [4:0] wait_counter;
  reg oprd1_valid, oprd2_valid;
  always @ (posedge CLK) begin
      if(RST) begin
        oprd1<=0;
        oprd2<=0;
        CMD_tmp<=0;
        wait_counter<=0;
        oprd1_valid<=0;
        oprd2_valid<=0;
      end
      else if (INP_VALID==2'b01)  begin    
        oprd1<=OPA;
        CMD_tmp<=CMD;
        oprd1_valid<=1;
        wait_counter<=0;
        if(oprd2_valid && wait_counter >= 16) begin
          ERR <= 1'b1;
        end
      end
      else if (INP_VALID==2'b10)  begin    
        oprd2<=OPB;
        CMD_tmp<=CMD;
        oprd2_valid<=1;
        wait_counter<=0;
        if(oprd1_valid && wait_counter >= 16) begin
          ERR <= 1'b1;
        end
      end
      else if (INP_VALID==2'b11)  begin    
        oprd1<=OPA;
        oprd2<=OPB;
        CMD_tmp<=CMD;
        oprd1_valid<=1;
        oprd2_valid<=1;
        wait_counter<=0;
      end
      else begin    
        if((oprd1_valid && !oprd2_valid) || (!oprd1_valid && oprd2_valid)) begin
          if(wait_counter < 16) begin
            wait_counter <= wait_counter + 1;
          end else begin
            wait_counter <= 16;
          end
        end
      end
    end
    always@(posedge CLK)
      begin
       if(CE)                   
        begin
         if(RST)                
          begin
            RES=9'bzzzzzzzzz;
            COUT=1'bz;
            OFLOW=1'bz;
            G=1'bz;
            E=1'bz;
            L=1'bz;
            ERR=1'bz;
            AU_out_tmp1=0;
            AU_out_tmp2=0;
          end
         else if(MODE && oprd1_valid && oprd2_valid)          
         begin
           RES=9'bzzzzzzzzz;
           COUT=1'bz;
           OFLOW=1'bz;
           G=1'bz;
           E=1'bz;
           L=1'bz;
           ERR=1'bz;
          case(CMD_tmp)             
    4'b0000:                   begin             
              RES=oprd1+oprd2;
              COUT=RES[8]?1:0;
            end
      4'b0001 :                begin
             OFLOW=(oprd1<oprd2)?1:0;
             RES=oprd1-oprd2;
            end
           4'h2:            
            begin
             RES=oprd1+oprd2+CIN;
             COUT=RES[8]?1:0;
            end
           4'b0011:             
           begin
            OFLOW=(oprd1<oprd2)?1:0; 
            RES=oprd1-oprd2-CIN;
           end
           4'b0100:RES=oprd1;    
           4'b0101:RES=oprd1-1;    
           4'b0110:RES=oprd2-1;    
           4'b0111:RES=oprd2+1;    
           4'b1000:              
           begin
            RES=9'bzzzzzzzzz;
            if(oprd1==oprd2)
             begin
               E=1'b1;
               G=1'bz;
               L=1'bz;
             end
            else if(oprd1>oprd2)
             begin
               E=1'bz;
               G=1'b1;
               L=1'bz;
             end
            else 
             begin
               E=1'bz;
               G=1'bz;
               L=1'b1;
             end
           end
	   4'b1001: begin   
                    AU_out_tmp1 <= oprd1 + 1;
                    AU_out_tmp2 <= oprd2 + 1;
                    RES <=AU_out_tmp1 * AU_out_tmp2;
                  end
           4'b1010: begin   
                    AU_out_tmp1 <= oprd1 << 1;
                    AU_out_tmp2 <= oprd2;
                    RES <=AU_out_tmp1 - AU_out_tmp2; 
                  end
           default:   
            begin
            RES=9'bzzzzzzzzz;
            COUT=1'bz;
            OFLOW=1'bz;
            G=1'bz;
            E=1'bz;
            L=1'bz;
            ERR=1'bz;
           end
          endcase
         end
        else if(!MODE && oprd1_valid && oprd2_valid)          
        begin 
           RES=9'bzzzzzzzzz;
           COUT=1'bz;
           OFLOW=1'bz;
           G=1'bz;
           E=1'bz;
           L=1'bz;
           ERR=1'bz;
           case(CMD_tmp)    
             4'b0000:RES={1'b0,oprd1&oprd2};     
             4'b0001:RES={1'b0,~(oprd1&oprd2)};  
             4'b0010:RES={1'b0,oprd1&&oprd2};     
             4'b0011:RES={1'b0,~(oprd1|oprd2)};  
             4'b0100:RES={1'b0,oprd1^oprd2};     
             4'b0101:RES={1'b0,~(oprd1^oprd2)};  
             4'b0110:RES={1'b0,~oprd1};        
             4'b0111:RES={1'b0,~oprd2};        
             4'b1000:RES={1'b0,oprd1};      
             4'b1001:RES={1'b0,oprd1<<1};      
             4'b1010:RES={1'b0,oprd2<<1};      
             4'b1011:RES={1'b0,oprd2<<1};     
             4'b1100:                        
             begin
               if(oprd2[0])
                 OPA_1 = {oprd1[6:0], oprd1[7]};
               else
                 OPA_1 = oprd1;
               if(oprd2[1])
                 OPB_1 =  {OPA_1[5:0], OPA_1[7:6]}; 
               else
                 OPB_1= OPA_1;
               if(oprd2[2])
                 RES =  {OPB_1[3:0], OPB_1[7:4]} ;
               else
                 RES = OPB_1;
               if(oprd2[4] | oprd2[5] | oprd2[6] | oprd2[7])
                 ERR=1'b1;
             end
             4'b1101:                        
             begin
               if(oprd2[0])
                 OPA_1 = {oprd1[0], oprd1[7:1]};
               else
                 OPA_1 = oprd1;
               if(oprd2[1])
                 OPB_1 =  {OPA_1[1:0], OPA_1[7:2]}; 
               else
                 OPB_1= OPA_1;
               if(oprd2[2])
                 RES =  {OPB_1[3:0], OPB_1[7:4]} ;
               else
                 RES = OPB_1;
               if(oprd2[4] | oprd2[5] | oprd2[6] | oprd2[7])
                 ERR=1'b0;
             end
             default:   
               begin
               RES=9'bzzzzzzzzz;
               COUT=1'bz;
               OFLOW=1'bz;
               G=1'bz;
               E=1'bz;
               L=1'bz;
               ERR=1'bz;
               end
          endcase
     end
    end
   end
endmodule
$ cat ./run.sh
#!/bin/bash
# OpenROAD 26Q1-2900-gdf79404cd8, Yosys 0.63+post, stock flow scripts
make -C /OpenROAD-flow-scripts/flow DESIGN_CONFIG=/design/flow/config.mk WORK_HOME=/design/flow/orfs finish
==> out/results.tsv <==
stage	metric	value	unit
timing	Final Setup Violations	0	
clock_network	post_cts resized	0	
clock_network	CTS buffer count	5	
floorplanning	I/O pin total	43	
global_route	largest net degree at the start of global routing	47	
global_route	initial antenna violation count	0	
timing	Hold WS	0.463	ns
final_layout	post-route core utilization	33.8	%
floorplanning	row count	57	
pwr	power per cell area	139	nW/µm²
floorplanning	die footprint	25700	µm²
floorplanning	Core Region	24500	µm²
worst_setup_path	critical path capture point type	flip-flop	
logic_synthesis	number of enable flip-flop cells	28	
flow_run	tool warnings	50	
logic_synthesis	Flops after synth	50	
global_route	grt ovf	0	
worst_setup_path	data arrival time of the critical path	4.55	ns
place	IO Port Bufs	38	
final_layout	fill count	2504	
clock_network	H-Tree Level Count	2	
detailed_routing	TritonRoute pass-1 iters	5	
clock_network	CTS tree	done	
detailed_routing	Antenna Violating Nets Remaining	0	
floorplanning	initial core utilization	30.7	%
timing	max-slew violation count	0	
clock_network	Sinks on Clock Net	50	
final_layout	Top cell excl fill/tap	nor2_1	
detailed_routing	Vias	6996	
detailed_routing	drc violations	0	
worst_setup_path	Crit Path Max Fanout	6	
pwr	Peak VDD IR	0.0000982	V
detailed_routing	First DRT Iteration DRCs	884	
logic_synthesis	Synth Warn #	52	
global_route	gr busiest metal	met1	
logic_synthesis	Cell variety after synth	89	
place	area post-placement	8110	µm²
flow_run	Max Cap Viol	0	
final_layout	share of layout cells above drive strength 1	7.15	%
timing	Worst Tran Pin Value	0.778	ns
place	DPL Wire Length	18.4	mm
timing	Final Hold Violation Tally	0	
logic_synthesis	Post-synth ARST share	0	%
final_layout	dominant logic cell types in the final layout	nor2_1, inv_1, nand2_1, ha_1, o21ai_0	
timing	crit share post-route	61.2	%
floorplanning	Die Ht	160	µm
worst_setup_path	Setup CP Type	reg2reg	
timing	Max-slew headroom	48.0	%
final_layout	Gate Area	5590	µm²
global_route	first-pass GRT wire length	38.0	mm
min_path	hold crit path type	reg2reg	
timing	clk_skew	0.00941	ns
clock_network	post-CTS setup buffer count	0	
detailed_routing	Ant. Diodes	0	
logic_synthesis	Yosys Chip Area	7510	µm²
timing	Max Freq	221	MHz
clock_network	clock buffer depth	2	
global_route	met3 Use GR	5.13	%
final_layout	register area	1280	µm²
timing	min Tclk post-route	4.53	ns
worst_setup_path	CP Launch Type	flip-flop	
logic_synthesis	yosys cell count	946	
place	Final GP Congestion	0.969	
floorplanning	die width	160	µm
pwr	Tot Pwr	0.00115	W
clock_network	Clock Root Buffer	clkbuf_16	
logic_synthesis	Syn Std Cell Area	7510	µm²
timing	setup TNS	0	ns
global_route	Tot GR Track Use	19.4	%
pwr	Leakage	3.22	nW
clock_network	Clock Pin Slew Worst Setup and Hold Paths	0.07	ns
detailed_routing	Routed wire per std cell	18.8	µm
clock_network	CTS Hold Buffers Added	0	
detailed_routing	vias per inst	5.49	
outcome	status	finished clean	
logic_synthesis	Mapped Cells	946	
logic_synthesis	Mapped Avg Cell Area	7.94	µm²
final_layout	Area Overhead vs Synth	9.92	%
global_route	M1 GR Usage	29.3	%
final_layout	design area	8260	µm²
global_route	met2 Resource Use GR	28.5	%
clock_network	clk latency of the worst-skew pair	0.30	ns
worst_setup_path	worst endpoint required time	7.42	ns
logic_synthesis	ys flop type	edfxtp_1	
global_route	vias in the first global route	6635	
timing	unrepaired setup endpoints after global routing	false	
detailed_routing	Routed WL	24.0	mm
logic_synthesis	sequential area share after synthesis	17.0	%
power by group:
part | total [W] | internal [W] | switching (W)
registers | 0.000331 | 0.000313 | 0.0000182
clock network | 0.000241 | 0.000129 | 0.000112
logic | 0.000574 | 0.000233 | 0.000340
total | 0.00115 | 0.000675 | 0.000471
synthesized netlist by cell type (4+ instances only):
cell | number | area (µm²)
o211ai_1 | 7 | 52.6
mux2i_1 | 28 | 280
o221ai_1 | 6 | 52.6
buf_1 | 4 | 15.0
nand2_1 | 70 | 263
inv_1 | 77 | 289
xor2_1 | 17 | 149
o21ai_1 | 9 | 45.0
and2_1 | 30 | 188
ha_1 | 66 | 826
nor2_1 | 103 | 387
o21a_1 | 5 | 37.5
a311oi_1 | 7 | 61.3
buf_2 | 29 | 145
edfxtp_1 | 28 | 841
dfxtp_1 | 22 | 440
nand4_1 | 8 | 50.1
nand3_1 | 23 | 115
o22ai_1 | 15 | 93.8
nor2b_1 | 13 | 81.3
nor3_1 | 17 | 85.1
nor4_1 | 5 | 31.3
a21oi_1 | 50 | 250
a21o_1 | 4 | 30.0
buf_4 | 7 | 52.6
nand2b_1 | 19 | 119
o21ai_0 | 58 | 290
mux4_2 | 7 | 158
a22oi_1 | 8 | 60.1
buf_6 | 7 | 78.8
and3_1 | 8 | 50.1
a211oi_1 | 11 | 82.6
a31oi_1 | 11 | 68.8
or3_1 | 7 | 43.8
clkbuf_1 | 17 | 63.8
xnor2_1 | 45 | 394
fa_1 | 26 | 521
cell families (layout without fill, tap and decap cells):
kind of cell | after synthesis | after routing | synth area share, %
simple gates | 321 | 321 | 21.3
compound gates | 236 | 236 | 20.9
other cells | 1 | 4 | 0.0499
xor+xnor | 66 | 66 | 8.09
buf+inv | 144 | 146 | 8.72
flops | 50 | 50 | 17.0
mux | 36 | 36 | 5.98
fa+ha+maj | 92 | 92 | 17.9
flip-flops by register name, indices dropped and copies added, names as in the netlist:
signal / count
oprd2: 8
CMD_tmp: 4
oprd2_valid: 1
COUT: 1
AU_out_tmp2: 8
oprd1_valid: 1
AU_out_tmp1: 8
OFLOW: 1
oprd1: 8
RES: 10
final timing paths:
kind	slack (ns)	cells past startpoint	endpoint	startpoint
setup / recovery	2.87	15	RES[7]	AU_out_tmp1[1]
hold / removal	0.46	2	CMD_tmp[1]	CMD_tmp[1]
setup reg to reg	2.87	15	RES[7]	AU_out_tmp1[1]
hold reg to reg	0.46	2	CMD_tmp[1]	CMD_tmp[1]
layout make-up:
type	count	share of cell area, %
Multi-Input combinational cell	755	67.7
Clock inverter	3	0.348
Inverter	80	3.64
Clock buffer	5	1.51
Timing Repair Buffer	58	6.42
Tap cell	324	4.91
Sequential cell	50	15.5
metal layers:
metal / part of all wire, % / vias up
li1: - / 3320
met1: 45 / 3261
met2: 43 / 370
met3: 11 / 45
met4: 2.3 / 0
met5: 0 / -
stage by stage:
step / std cells / setup WS [ns]
finish: 1275 / 2.87
floorplan: 949 / 3.15
CTS: 1275 / 2.86
detailed placement: 1267 / 2.88
global route: 1275 / 2.60
global placement: 1267 / 2.95
worst max-delay path, cell delays in order, from the launching register on:
cell and delay (ns):
edfxtp_1 0.46, inv_1 0.22, nor2_1 0.10, fa_1 0.46, fa_1 0.54, inv_1 0.05
fa_1 0.46, fa_1 0.54, inv_1 0.04, ha_1 0.33, a21oi_1 0.23, xor2_1 0.22
o22ai_1 0.10, a211oi_1 0.17, o221a_1 0.22, o2111ai_1 0.11
No activity file was given, so power comes from the tool's default toggle rates.
